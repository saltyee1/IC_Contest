==> ./design.v <==
`timescale 1ns/10ps
module LBP ( clk, reset, gray_addr, gray_req, gray_ready, gray_data, lbp_addr, lbp_valid, lbp_data, finish);
input   	    clk;
input   	    reset;
output reg  [13:0] 	gray_addr;
output reg        	gray_req;
input   	    gray_ready;
input   [7:0] 	gray_data;
output  reg [13:0] 	lbp_addr;
output  reg	    lbp_valid;
output  [7:0] 	lbp_data;
output  reg	    finish;
parameter INIT      = 2'd0;
parameter LOAD      = 2'd1;
parameter CALCULATE = 2'd2;
parameter FINISH    = 2'd3;
reg [7:0] gray_data_reg;
reg     [6:0]   col,row;  
reg     [6:0]   col_t, row_t;
reg     [1:0]   cs,ns;
reg     [7:0]   working_data;
reg     [7:0]   sum;  
reg     [3:0]   counter;
wire    [13:0]  address = {col,row};
reg     [13:0]  zero_address;
wire calculate_done = (counter == 4'd8) ? 1'b1 : 1'b0;
wire load_done = (col==7'h01 && row==7'h7f) ? 1'b1 : 1'b0;
wire bigger = (gray_data_reg >= working_data) ? 1'b1 : 1'b0;
assign lbp_data = (cs == LOAD) ? sum : 8'd0;
always @(posedge clk or posedge reset) begin
    if(reset) begin
        gray_data_reg <= 8'b0;
    end
    else begin
        gray_data_reg <= gray_data;
    end
end
always @(posedge clk or posedge reset) begin
    if (reset) begin
        cs <= INIT;
    end
    else begin
        cs <= ns;
    end
end
always @(posedge clk or posedge reset) begin
    if (reset)
        working_data <= 8'd0;
    else if (cs == LOAD)
        working_data <= gray_data;
end
always @(posedge clk or posedge reset) begin
    if (reset) begin
        row <= 7'd1;
        col <= 7'd1;
    end
    else if (cs == CALCULATE && calculate_done) begin
        col <= (col == 7'h7e) ? 7'd1 : (col + 7'd1);
        row <= (col == 7'h7e) ? (row + 7'd1) : row;
    end
end
always @(posedge clk or posedge reset) begin
    if (reset) begin
        sum <= 8'd0;
        counter <= 4'd0;
    end
    else if (cs == LOAD) begin
        sum <= 8'd0;
        counter <= 4'd0;
    end
    else if (cs == CALCULATE) begin
        if (calculate_done) begin
            counter <= 4'd0;
            sum[counter-4'd1] <= (bigger) ? 1'b1 : 1'b0;
        end
        else begin
            sum[counter-4'd1] <= (bigger) ? 1'b1 : 1'b0;
            counter <= counter + 4'd1;
        end
    end    
end
always @(*) begin
    if (cs == CALCULATE) begin
        case (counter)
            4'd0 : begin
                col_t = col;
                row_t = row - 7'd1;
            end
            4'd1 : begin
                col_t = col + 7'd1;
                row_t = row - 7'd1;
            end
            4'd2 : begin
                col_t = col - 7'd1;
                row_t = row;
            end
            4'd3 : begin
                col_t = col + 7'd1;
                row_t = row;
            end
            4'd4 : begin
                col_t = col - 7'd1;
                row_t = row + 7'd1;
            end
            4'd5 : begin
                col_t = col;
                row_t = row + 7'd1;
            end
            4'd6 : begin
                col_t = col + 7'd1;
                row_t = row + 7'd1;
            end
            default : begin
                col_t = col;
                row_t = row;
            end
        endcase
    end
    else begin
        col_t = col - 7'd1;
        row_t = row - 7'd1;
    end
end
reg [13:0] lbp_addr_reg;
always @(posedge clk) begin
    if(!reset) begin
        if (cs == CALCULATE && counter == 4'd8) 
            lbp_addr_reg <= {row, col};
        else
            lbp_addr_reg <= zero_address;
    end
end
reg [13:0] gray_addr_reg;
always @(posedge clk or posedge reset) begin
    if(reset) begin
        gray_addr_reg <= {7'h1, 7'h1};
    end
    else if (cs == INIT) begin
        gray_addr_reg <= {7'h1, 7'h1};
    end
    else if (cs == CALCULATE && counter == 4'd8) begin
        gray_addr_reg <= (col == 7'h7e) ? {(row+7'h1), 7'h1} : {row, col+7'h1};
    end
    else begin
        gray_addr_reg <= {row_t, col_t};
    end
end
always @(*) begin
    lbp_addr = lbp_addr_reg;
    gray_addr = gray_addr_reg;
end
always @(*) begin
    if(row == 7'h01) 
        zero_address = {7'h00, col};
    else if (row == 7'h02)
        zero_address = {7'h7f, col};
    else if (row == 7'h03)
        zero_address = {col, 7'h00};
    else if (row == 7'h04)
        zero_address = {col, 7'h7f};
    else if (row == 7'h05) begin
        case (col)
            7'd1 : zero_address = {7'h00,7'h00};
            7'd2 : zero_address = {7'h00,7'h7f};
            7'd2 : zero_address = {7'h7f,7'h00};
            7'd2 : zero_address = {7'h7f,7'h7f};
            default : zero_address = {7'h00,7'h00};
        endcase
    end
    else zero_address = {7'h00,7'h00};
end
always @(*) begin
    case (cs)
        INIT        : ns = (gray_ready) ? LOAD : INIT;
        LOAD        : ns = (load_done) ?  FINISH : CALCULATE;
        CALCULATE   : ns = (calculate_done) ? LOAD : CALCULATE;
        FINISH      : ns = FINISH;
    endcase
end
always @(*) begin
    case (cs)
        INIT : begin
            gray_req = 1'b0;
            finish = 1'b0; 
            lbp_valid = 1'b0;
        end
        LOAD : begin
            gray_req = 1'b1;
            finish = 1'b0; 
            lbp_valid = (col == 7'd1 && row == 7'd1) ? 1'b0 : 1'b1;  
        end
        CALCULATE : begin
            gray_req = 1'b1;
            finish = 1'b0; 
            lbp_valid = (row <= 7'h5) ? 1'b1 : 1'b0;   
        end
        FINISH : begin
            gray_req = 1'b0;
            finish = 1'b1; 
            lbp_valid = 1'b0;
        end
    endcase
end
endmodule
==> ./run.sh <==
#!/bin/bash
# OpenROAD 26Q1-2900-gdf79404cd8, Yosys 0.63+post, stock flow scripts
make -C /OpenROAD-flow-scripts/flow DESIGN_CONFIG=/design/flow/config.mk WORK_HOME=/design/flow/orfs finish
==> ./config.mk <==
export PLATFORM = sky130hd
export DESIGN_NAME = LBP
export DESIGN_NICKNAME = LBP
export VERILOG_FILES = /design/flow/design.v
export SDC_FILE = /design/flow/constraint.sdc
export NUM_CORES = 4
export LEC_CHECK = 1
export CORE_UTILIZATION = 30
==> ./constraint.sdc <==
current_design LBP

set clk_period 5.0
set clk_io_pct 0.2

create_clock -name clk0 -period $clk_period [get_ports {clk}]

set non_clock_inputs [all_inputs -no_clocks]
set_input_delay [expr $clk_period * $clk_io_pct] -clock clk0 $non_clock_inputs
set_output_delay [expr $clk_period * $clk_io_pct] -clock clk0 [all_outputs]
==> impl_results.rst <==
Synthesis and place-and-route
=============================

.. list-table::
   :header-rows: 1

   * - Metric
     - Value
   * - Critical path origin
     - col[2]
   * - FFs w/ async S/R, synth
     - 81.08%
   * - Tool Warnings
     - 37
   * - Buf+Inv Stages, Crit Path
     - 1
   * - Standard cell with the maximum stage delay on the critical path
     - or4_1
   * - TritonCTS clock tree
     - yes
   * - Power density normalized to cell area
     - 516.5 nW/um2
   * - Sequence of cells on the critical path
     - or4_1, nor2_1, nand2_1, o41ai_1, o21ai_0, clkdlybuf4s50_1
   * - Num ports
     - 50
   * - Final weighted congestion in routability-driven placement
     - 0.9296
   * - Largest net degree at the start of global routing
     - between 50 and 60
   * - Prevailing post-synth register cell
     - dfrtp_1
   * - Sequential share of the synthesized area
     - between 40% and 50%
   * - Kind of end point of the critical path
     - output pin
   * - Post-synth tally of flip-flops with integrated enable
     - 14
   * - Final Cell Area
     - 5483 um2
   * - Worst-case register-to-register setup slack
     - between 1.5 and 2 ns
   * - Num CTS Buffers
     - 9
   * - Path category of the worst min-delay check
     - flip-flop to flip-flop
   * - Kind of cell with the highest combined delay on the critical path
     - simple AND/OR/NAND/NOR gates
   * - Register bit count reported by yosys
     - approximately 74
   * - Fraction of the core area occupied by cells at floorplan
     - 31.07%
   * - Clock slew seen by the registers of the worst setup and hold paths
     - 0.06 ns
   * - Total count of hold-check failures in the final report
     - 0
   * - Worst min-delay path startpoint
     - working_data[0]
   * - Detailed-route via count
     - roughly 3900
   * - Slew at the pin closest to its max-slew limit
     - 0.7909 ns
   * - Post-detailed-placement half-perimeter wirelength
     - 7742 um
   * - Count of unresolved DRC violations after routing
     - 0
   * - Critical path's largest stage delay
     - about 0.62 ns
   * - Worst endpoint data arrival time
     - 2.64 ns
   * - Number of maximum-capacitance violations
     - 0
   * - Number of buffers between clock root and the deepest sink
     - 2
   * - Synthesized-area fraction occupied by xor and xnor cells
     - under 10%
   * - Fin crit share
     - 72.72%
   * - Number of different library cells in the post-synthesis netlist
     - 68
   * - Via count of the first global-routing pass
     - 3654
   * - Vertical die size
     - about 130 um
   * - Post-cts hold buffer count
     - 0
   * - Portion of netlist area occupied by mux cells
     - roughly 1.6%
   * - Run status
     - completed
   * - FP Rows
     - 44
   * - Latency at later pin
     - 0.34 ns
   * - Count of mapped cells out of synthesis
     - 491
   * - Adder-cell share of the synthesized area
     - 6.324%
   * - Combinational gate area
     - 2371 um2
   * - Final ANT Viol Nets
     - 0
   * - Global-route wire length before repair
     - 19200 um
   * - Clock tree root buffer cell
     - clkbuf_16
   * - Pre-Repair DR Iteration Count
     - 13
   * - Input/output buffers
     - 49
   * - Final Critical Period
     - 3.636 ns
   * - Most used logic cell in the final layout
     - dfrtp_1
   * - Die x size
     - 125.2 um
   * - Overall routed net length
     - 11570 um
   * - Area share of the largest cell type after synthesis
     - 30.24%
   * - Worst slew margin relative to its limit
     - 46.87%
   * - Most frequent cells in the layout
     - dfrtp_1 (55), nand2_1 (49), clkdlybuf4s50_1 (49)
   * - Area inside the core boundary
     - 14640 um2
   * - Synthesis Warnings
     - 1
   * - Depth of the CTS H-tree
     - 3
   * - Unrepaired setup endpoints after global routing
     - false
   * - Dominant combinational family
     - AND-OR/OR-AND gates
   * - Post-DR vias/cell
     - 5.506
   * - Maximum fanout count along the critical path
     - 16
   * - FF+latch area
     - ~1900 um2
   * - Number of antenna violations at the first check in global routing
     - 0
   * - Overall routing resource usage
     - 15.42%
   * - Wirelength per Cell
     - 16.34 um
   * - FMAX
     - 275.0 MHz
   * - Yosys aoi share
     - 21.34%
   * - Number of resized instances in the post-cts repair step
     - 0
   * - Crit path launch type
     - flip-flop
   * - Main area contributors
     - dfrtp_1 (30%), edfxtp_1 (9.2%), ha_1 (6.3%), nand2_1 (4.0%), o21ai_0 (3.4%)
   * - Placed Instance Area
     - 5162 um2
   * - Clock tree skew after final layout
     - 0.005686 ns
   * - Fraction of final layout cells with drive strength greater than 1
     - 8.015%
   * - Final antenna diode count
     - 0
   * - Number of sinks on the clock net
     - 74
   * - Post-synthesis cell count from yosys
     - 491
   * - Chip area line of the yosys report
     - 4551 um2
   * - Origin of the critical flop-to-flop path
     - counter[0]
   * - Number of pins exceeding their max-slew limit in the final report
     - 0
   * - Average size of a mapped cell
     - just over 9 um2
   * - Total congestion overflow
     - 0
   * - Area overhead of the layout relative to synthesis
     - 20.48%
   * - Leakage power of the design
     - roughly 0.0022 uW
   * - DRT iter0 DRCs
     - 415
   * - Category of the most critical setup path
     - flip-flop to output pin
   * - Total setup violations reported at the end of the flow
     - 0
   * - Largest area contributor in the netlist
     - dfrtp_1
   * - Synth Cell Area
     - 4551 um2
   * - Die area
     - 15670 um2
   * - Critical path required time
     - 4.00 ns
   * - Number of buffers added for setup after CTS
     - 0
   * - Maximum VDD drop
     - 0.1872 mV
   * - FILL cells
     - 1406
   * - Setup tns final
     - 0 ns
   * - Simple-gate share of the synthesized area
     - 17.46%
logic make-up (layout without fill, tap and decap cells):
logic type                 after synthesis  after routing
and+or+nand+nor                        155            155
DFF                                     74             74
buffers and inverters                   65             98
xor gates and xnor gates                27             27
adders and majority gates               23             23
muxes                                    7              7
AOI/OAI and AO/OA                      140            140
worst paths after layout:
kind,end,depth (start not counted)
worst max-delay path,lbp_valid,6
worst min-delay path,working_data[0],1
worst max register to register,lbp_addr_reg[3],7
worst min register to register,working_data[0],1
max in group asynchronous,row[2],3
min in group asynchronous,col[1],2
metal layers:
metal	track usage (%)	part of all wire, %	up-vias
met4	2.869	2.2	0
met5	0	0	-
met1	23.91	46	1880
met2	23.76	46	148
met3	2.224	5.9	28
li1	-	-	1842
stage by stage:
step | worst slack [ns] | cells | util [%] | hold WS (ns) | power, uW
6_report | 1.364 | 708 | 37.44 | 0.5155 | 2832
3_5_place_dp | 1.756 | 692 | 35.25 | 0.5095 | 2128
4_1_cts | 1.374 | 708 | 37.44 | 0.5237 | 2842
2_1_floorplan | 2.065 | 491 | - | 0.4442 | 1736
3_3_place_gp | 1.783 | 692 | 35.25 | 0.4979 | 2115
5_1_grt | 1.272 | 708 | 37.44 | 0.5589 | 3043
where the power goes:
part | leakage [uW] | internal, uW | switching (uW) | total (uW)
Sequential | 0.000888 | 777 | 134 | 910
Combinational | 0.00120 | 534 | 698 | 1230
Clock | 0.000145 | 437 | 252 | 690
cell type report:
class | count | share of cell area (%)
clock inverters | 6 | 1.666
multi-input cells | 352 | 43.25
clock buffers | 10 | 4.176
well taps | 184 | 4.199
inverters | 28 | 1.917
repair buffers | 54 | 9.630
flip-flops and latches | 74 | 35.17
synth_stat cells (2+ instances only):
master      n
o31ai_1     5
buf_2       6
mux2_2      3
a31oi_1     4
nand2b_1    3
o211a_1     2
a2111oi_0   5
and3_1      9
a22oi_1     2
nor4_1      8
mux2i_1     4
dfrtp_1    55
nand3b_1    4
edfxtp_1   14
a21oi_1    23
nand3_1    14
nand4_1     2
nor3_2      3
or4_1       2
o21bai_1    3
xnor2_1    17
inv_1      27
nor2_1     23
a211oi_1    7
or3_1       8
ha_1       23
o311ai_0    7
nand2_1    49
o211ai_1    6
o21ai_0    31
clkbuf_1   27
a21o_1     12
o31ai_2     2
a221o_1     2
nor3_1     12
a221oi_1    2
and2_1      8
dfstp_2     5
a211o_1     2
or2_2       2
nor2b_1     3
o221ai_1    2
xor2_1      9
buf_1       4
o22ai_1     7
Power is estimated from default activity; no workload was simulated.
